$ cat /design/flow/design.v
`timescale 1ns / 1ps
module pcou(
    input t1,
    input rst,
    input [31:0] npc,
    output reg [31:0] pc
    );
always @(posedge t1)
    begin
        if(!rst)
            pc<=8'h00000000;
        else
            pc<=npc;
    end
endmodule
$ cat /design/flow/run.sh
#!/bin/bash
# OpenROAD 26Q1-2900-gdf79404cd8, Yosys 0.63+post, stock flow scripts
make -C /OpenROAD-flow-scripts/flow DESIGN_CONFIG=/design/flow/config.mk WORK_HOME=/design/flow/orfs finish
$ cat /design/flow/config.mk
export PLATFORM = sky130hd
export DESIGN_NAME = pcou
export DESIGN_NICKNAME = pcou
export VERILOG_FILES = /design/flow/design.v
export SDC_FILE = /design/flow/constraint.sdc
export NUM_CORES = 4
export LEC_CHECK = 1
export CORE_AREA = 10 10 90 90
export DIE_AREA = 0 0 100 100
$ cat /design/flow/constraint.sdc
current_design pcou

set clk_period 1.0
set clk_io_pct 0.2

create_clock -name clk0 -period $clk_period [get_ports {t1}]

set non_clock_inputs [all_inputs -no_clocks]
set_input_delay [expr $clk_period * $clk_io_pct] -clock clk0 $non_clock_inputs
set_output_delay [expr $clk_period * $clk_io_pct] -clock clk0 [all_outputs]
==> results_dict.tcl <==
# place-and-route summary
set metrics [dict create \
    min_period_over_period 0.9492 \
    fmax_mhz 1053 \
    io_pins 66 \
    vias 685 \
    grt.total_usage 0.05092 \
    cp_slowest_cell "dfxtp_1" \
    yosysChipArea_sq_um 895.9 \
    fin_setup_tns_ps 0 \
    fin_area_sq_um 1639 \
    crit_cells 1 \
    clkTransAtPathRegs_ps 70 \
    worstSetupStartpoint "pc[19]" \
    critical_path.top_delay_family "flip-flops" \
    rsz0062_at_grt "no" \
    insertedDiodeCount 0 \
    top_logic_kind "simple AND/OR/NAND/NOR gates" \
    powerDensity_nw_per_um2 1637 \
    crit_end "pc[19]" \
    drv_cap 0 \
    hold_class "in -> reg" \
    placedCellCount 208 \
    placed_area_sq_um 1643 \
    worstMarginPinSlew_ps 145.4 \
    path_max_fanout 1 \
    slew_headroom 0.9031 \
    cts.sinks 32 \
    outcome "finished clean" \
    yosys.area_share.xor_xnor 0 \
    hold_depth 2 \
    ant_nets 0 \
    hold_viol_final 0 \
    yosys_cells 67 \
    cts_tree "yes" \
    worstPathArrival_ps 750 \
    ys_sh_aoi 0 \
    grt_max_degree 21 \
    stdcell_count 215 \
    finalPower_mw 2.684 \
    critPathBufInv 1 \
    cts-buffers-inserted 5 \
    met2_wirelength_um 1176 \
    areaGrowthSynthToFinish_pct 82.96 \
    leakagePower_nw 0.7094 \
    utilization 0.2611 \
    crit_chain "clkdlybuf4s15_1" \
    dieArea_sq_um 10000 \
    peakVddDrop_mv 0.4598 \
    drc_errors 0 \
    synth_flops 32 \
    simple_gate_share 0.2682 \
    grt_antenna_before_repair 0 \
    gp_congestion 0.6696 \
    crit_type "reg -> out" \
    hold_slack_ps 515.9 \
    finalSetupViolations 0 \
    fillCellCount 667 \
    netlist_area_sq_um 895.9 \
    dieWidth_um 100 \
    core_area_sq_um 6277 \
    die_h_um 100 \
    grt_pass1_wl_um 4043 \
    synth_cell_type_count 3 \
    cpPeakStageDelay_ps 310 \
    top_regs "pc x32" \
    warnings 25 \
    dp_slack_ps -126.1 \
    top_register "pc" \
    required_ps 800 \
    synth_cells 67 \
    num_rows 29 \
    synth.area.mux_share 0 \
    layout_top_cell "clkdlybuf4s50_1" \
    root_buffer "clkbuf_8" \
    port_buffers 65 \
    highest_layer "met4" \
    wirelength_met1_um 1008 \
    routed_via_density 3.186 \
    ys_sh_adder 0 \
    largest_reg_flops 32 \
    wl_met3_um 346 \
    start_kind "flop" \
    grt_pass1_vias 743 \
    clk_path_buf_depth 2 \
    ys_warn_count 1 \
    firstDrtPassIters 2 \
    min_period_ps 949.2 \
    yosys.stat.seqShare 0.7151 \
    core_util_floorplan 0.1427 \
    cts-hold-fix-buffers 0 \
    drive_gt1_frac 0.5507 \
    avgSynthCellArea_sq_um 13.37 \
    routed_wirelength_um 2592 \
    report.final.slew_viol_count 0 \
    end_kind "primary output" \
    grt_overflow 0 \
    lay_top_cells "clkdlybuf4s50_1 (33), and2_2 (32), clkbuf_2 (22), dfxtp_1 (20), dfxtp_2 (12)" \
    post-cts-setup-buffer-count 0 \
    drt_iter0_drc 7 \
    ctsHtreeMaxLevel 2 \
    setup_ws_ps 50.77 \
    wl_per_cell_um 12.06 \
]
==> cell type report <==
cell class	instances	area, sq um	share of cell area
flip-flops and latches	32	655.6	0.4000
repair buffers	67	550.5	0.3359
multi-input cells	32	240.2	0.1466
clock buffers	7	96.34	0.05878
well taps	77	96.34	0.05878
==> cells by family after synthesis <==
kind of cell  count (synthesis)
simple gates                 32
flops                        32
buf+inv                       3
==> Yosys cell counts <==
cell type | count | area, sq um
and2_2 | 32 | 240.2
clkbuf_2 | 3 | 15.01
dfxtp_1 | 32 | 640.6
==> worst min-delay path by stage <==
| stage | from | slack, ps | endpoint |
|---|---|---|---|
| after CTS | npc[8] | 500 | pc[8] |
| after global routing | npc[0] | 490 | pc[0] |
| final | npc[8] | 520 | pc[8] |
==> repair_timing <==
action,4_1_cts,5_1_grt
endpoints found under the setup margin,32,25
resized,67,33
gates cloned,0,0
pin swaps,0,0
==> per-layer routing <==
layer / vias up / GRT usage
li1: 338 / -
met3: 4 / 0.03331
met5: - / 0
met4: 0 / 0.01196
met2: 39 / 0.07865
met1: 304 / 0.05760
==> where the power goes <==
group | leakage [nW] | switching [mW] | internal [mW] | total, mW
logic | 0.389 | 0.0513 | 0.212 | 0.263
clock network | 0.0503 | 0.444 | 0.612 | 1.06
registers | 0.270 | 0.0158 | 1.35 | 1.36
total | 0.709 | 0.512 | 2.17 | 2.68
Power and IR drop assume default switching activity.
