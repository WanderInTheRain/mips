--- design.v ---
`timescale 1ns / 1ps
module adda(
    input [31:0] pc,
    output reg [31:0] npc
);
    always @(pc)
        npc=pc+4;
endmodule
--- run.sh ---
#!/bin/bash
# OpenROAD 26Q1-2900-gdf79404cd8, Yosys 0.63+post, stock flow scripts
make -C /OpenROAD-flow-scripts/flow DESIGN_CONFIG=/design/flow/config.mk WORK_HOME=/design/flow/orfs finish
--- config.mk ---
export PLATFORM = sky130hd
export DESIGN_NAME = adda
export DESIGN_NICKNAME = adda
export VERILOG_FILES = /design/flow/design.v
export SDC_FILE = /design/flow/constraint.sdc
export NUM_CORES = 4
export LEC_CHECK = 1
export CORE_AREA = 10 10 75 75
export DIE_AREA = 0 0 85 85
--- constraint.sdc ---
current_design adda

set clk_period 9.1
set clk_io_pct 0.2

create_clock -name clk0 -period $clk_period

set non_clock_inputs [all_inputs -no_clocks]
set_input_delay [expr $clk_period * $clk_io_pct] -clock clk0 $non_clock_inputs
set_output_delay [expr $clk_period * $clk_io_pct] -clock clk0 [all_outputs]
==> impl.org <==
* Implementation run

** Setup path
- The critical path endpoint has a required time of 7.28 ns.
- Cell with the biggest individual delay on the critical path :: sky130_fd_sc_hd__clkdlybuf4s50_1
- Cell family contributing the most delay on the critical path :: buffers and inverters
- Most numerous cell on the critical path :: sky130_fd_sc_hd__clkdlybuf4s50_1
- Nature of the critical path startpoint :: input pin
- Critical Path Max Stage Delay :: 0.52 ns
- According to the timing report, the arrival time at the worst endpoint equals 4.01 ns.
- Critical path cell sequence :: clkdlybuf4s50_1, ha_1, nand3_1, nor4_4, nand4_1, xnor2_1, clkdlybuf4s50_1
- The critical path maximum fanout is 8.
- The critical path contains buffers and inverters numbering 2 combined.
- The worst setup path is captured at a primary output.
- The critical path in this run is classified as input pin to primary output.

** Worst hold path
- Worst hold-check path type :: input pin to primary output
- Hold Path Origin :: pc[0]
- Hold analysis shows the worst path with a depth of 0.
- Worst-case hold path end point :: npc[0]

** Timing
- RSZ-0062 raised after global routing :: no
- Count of final hold-check violations :: 0
- For this run, the top clock speed supported by timing is between 150 and 200 MHz.
- Tightest slew margin relative to the limit :: 65.3%
- Post-layout period usage :: approximately 64%
- Max-slew check failures listed in the final report amount to 0.
- Transition time at the pin with the least slew margin :: 0.516 ns
- Total of endpoints with negative setup slack in the final report :: 0
- Final min period :: 5.83 ns
- Final TNS setup :: 0 ns

** Finish
- Most instantiated logic cell after routing :: sky130_fd_sc_hd__clkdlybuf4s50_1
- The most common logic cells in the final layout are 60 x sky130_fd_sc_hd__clkdlybuf4s50_1, 21 x sky130_fd_sc_hd__xnor2_1, 10 x sky130_fd_sc_hd__nand3_1, 10 x sky130_fd_sc_hd__nand2_1, 9 x sky130_fd_sc_hd__nand4_1.
- FF+latch area :: 0 um^2
- Number of fill cells :: 423
- FF+latch count :: 0
- Share of layout cells above drive strength 1 :: 4.96%
- Count of clock buffers in the final design :: 0
- The flow measured a signed area growth from synthesis to layout of 112%.

** Detailed routing
- Number of DRC markers in iteration 0 :: 14
- Routed met2 length :: 1.08 mm
- The detailed router reported a total wirelength of 2.32 mm.
- Wire length on met3 :: approximately 270 um
- Per the detail_route log, the uppermost layer with routed signals is met3.
- Across all layers, the routed design uses 752 vias.
- For this run, design rule violations remaining after detail routing come to 0.
- Average wire length per cell after detail routing :: 12.1 um
- Antenna Violating Nets Remaining :: 0
- Met1 wire length :: ~970 um
- Number of diodes :: 0
- For this run, the detailed router reports a per-instance via density of between 3 and 4.
- The first detailed-routing pass took 4 iterations.

** CTS
- In this run, post-CTS repair resized a total of 0 instances.
- Hold buffers post-CTS :: 0
- The number of setup buffers added after CTS is 0.

** Floorplanning
- Boundary pin count :: about 64
- Die Y :: roughly 85 um
- After floorplanning, the die was sized to cover 7230 um^2.
- In this run the standard cell core region covers 4060 um^2.
- Floorplan row count :: 23
- Die boundary width :: 85 um
- Pre-Place Util :: roughly 14%

** Status
- Result of the run :: complete, no violations

** Yosys
- Total cells reported by yosys after synthesis :: 83
- In the synthesized netlist, the number of instances is 83.
- Yosys synthesis chip area :: 581 um^2
- The synthesized netlist occupies a cell area of 581 um^2.
- Portion of the post-synthesis area used by sequential elements :: 0%
- The average instance in the mapped netlist occupies around 7 um^2.
- Distinct cell type count of the synthesized netlist :: 18
- Counting the warning lines in the Yosys log gives 1.

** Run
- The number of maximum-capacitance violations recorded for the run is 0.
- Warnings raised by the tools during the run amount to 32.

** Pwr
- Total Power Consumption :: 0.0419 mW
- Cell area power density :: 34.1 nW/um^2
- Largest vdd supply drop :: roughly 0.015 mV
- Leakage :: 0.423 nW

** Global route
- Vias in the first global route :: 769
- Residual overflow from global routing :: 0
- The global routing report lists combined usage of all routing layers as 5.76%.
- Pin count of the biggest net entering global routing :: 9
- Initial antenna violation count :: 0
- The first global-routing pass estimated 3.61 mm of wire.

** Place
- Final weighted congestion of routability-driven global placement :: 0.784
- Quantity of I/O buffers inserted on ports :: 60
- After legalization and detailed placement, the total HPWL measured 2.09 mm.
area by class of cell:
| cell class | instances | area (um^2) | share of cell area [%] |
|---|---|---|---|
| inverters | 2 | 7.51 | 0.611 |
| multi-input cells | 79 | 558 | 45.4 |
| well taps | 50 | 62.6 | 5.09 |
| repair buffers | 60 | 601 | 48.9 |
power breakdown:
part | switching [mW] | total [mW] | leakage, nW | internal, mW
Clock | 0 | 0 | 0 | 0
Combinational | 0.0127 | 0.0419 | 0.423 | 0.0292
Sequential | 0 | 0 | 0 | 0
Total | 0.0127 | 0.0419 | 0.423 | 0.0292
worst max path at each step:
| stage | depth (start not counted) | slack, ns | end | from |
|---|---|---|---|---|
| after global routing | 7 | 2.96 | npc[18] | pc[2] |
| after CTS | 7 | 3.19 | npc[28] | pc[2] |
| final | 7 | 3.27 | npc[28] | pc[2] |
routing by layer:
metal  up-vias  track usage, %
li1        412               -
met1       310            7.00
met2        30            9.67
met3         0            2.60
met4         0               0
met5         -               0
stage by stage:
step / setup WS (ns) / hold WS, ns / cells / instance area (um^2) / utilization [%]
2_1_floorplan: 4.49 / 3.65 / 83 / 581 / -
3_3_place_gp: 3.23 / 3.64 / 191 / 1230 / 30.3
4_1_cts: 3.19 / 3.64 / 191 / 1230 / 30.3
6_report: 3.27 / 3.64 / 191 / 1230 / 30.3
5_1_grt: 2.96 / 3.64 / 191 / 1230 / 30.3
3_5_place_dp: 3.19 / 3.64 / 191 / 1230 / 30.3
logic make-up (layout without fill, tap and decap cells):
logic type / count (synthesis) / in the layout / synth area share (%)
AND/OR/NAND/NOR: 50 / 50 / 51.7
XOR/XNOR: 28 / 28 / 42.2
buffers and inverters: 4 / 62 / 3.88
adder cells (fa/ha/maj): 1 / 1 / 2.15
Yosys cell counts, types with 2 or more instances:
cell | instances | share of area (%)
sky130_fd_sc_hd__and3_1 | 2 | 2.2
sky130_fd_sc_hd__buf_4 | 2 | 2.6
sky130_fd_sc_hd__inv_1 | 2 | 1.3
sky130_fd_sc_hd__nand2_1 | 10 | 6.5
sky130_fd_sc_hd__nand3_1 | 10 | 8.6
sky130_fd_sc_hd__nand4_1 | 9 | 9.7
sky130_fd_sc_hd__nor2_1 | 7 | 4.5
sky130_fd_sc_hd__nor3_1 | 3 | 2.6
sky130_fd_sc_hd__nor4_4 | 2 | 7.3
sky130_fd_sc_hd__or2_2 | 2 | 2.2
sky130_fd_sc_hd__xnor2_1 | 21 | 32
sky130_fd_sc_hd__xor2_1 | 7 | 11
Power and IR drop assume default switching activity.
