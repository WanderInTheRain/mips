==> flow/design.v <==
`timescale 1ns / 1ps
module ex(
    input   t2,
    input   [15:0] imm,
    input   jwe,
    output  reg [31:0] imme
    );
	always @ (posedge t2)
	begin
        imme={{16{imm[15]}},imm[15:0]};
        if (jwe)
            imme=imme<<2;
    end
endmodule
==> flow/run.sh <==
#!/bin/bash
# OpenROAD 26Q1-2900-gdf79404cd8, Yosys 0.63+post, stock flow scripts
make -C /OpenROAD-flow-scripts/flow DESIGN_CONFIG=/design/flow/config.mk WORK_HOME=/design/flow/orfs finish
==> flow/config.mk <==
export PLATFORM = sky130hd
export DESIGN_NAME = ex
export DESIGN_NICKNAME = ex
export VERILOG_FILES = /design/flow/design.v
export SDC_FILE = /design/flow/constraint.sdc
export NUM_CORES = 4
export LEC_CHECK = 1
export CORE_AREA = 10 10 74 74
export DIE_AREA = 0 0 84 84
==> flow/constraint.sdc <==
current_design ex

set clk_period 1.1
set clk_io_pct 0.2

create_clock -name clk0 -period $clk_period [get_ports {t2}]

set non_clock_inputs [all_inputs -no_clocks]
set_input_delay [expr $clk_period * $clk_io_pct] -clock clk0 $non_clock_inputs
set_output_delay [expr $clk_period * $clk_io_pct] -clock clk0 [all_outputs]
==> job_summary.md <==
### Flow metrics

| Metric | Value |
|---|---|
| Max_slew headroom | `85.01%` |
| Async SR Flop Fraction | `0%` |
| CP Max Fanout | `8` |
| Clock transition at path regs | `0.07 ns` |
| Crit. End Element | `output port` |
| Seq share, synth | `50.53%` |
| Pwr Density | `1210 nW/um^2` |
| HP Class | `input port to register` |
| Count of pins over their slew limit | `0` |
| Cell count after synthesis | `51` |
| Row Count | `23` |
| Internal power | `1.243 mW` |
| Min-delay src | `imm[15]` |
| Crit Path Class | `register to output port` |
| Port Buf Inserts | `49` |
| Clock share of power | `34.5%` |
| Req. time, crit path | `0.88 ns` |
| Ant. Diodes | `0` |
| Hold Path Depth | `1` |
| Yosys cell types | `7` |
| Hold Path End | `imme[17]` |
| Combinational Area | `216.5 sq um` |
| Die Ht | `84 um` |
| Status | `completed` |
| H-tree depth | `1` |
| Total power | `1.536 mW` |
| Largest net degree at the start of global routing | `18` |
| Vias in the first global route | `488` |
| P_leak | `0.5813 nW` |
| Final ANT Viol Nets | `0` |
| Place WS | `-0.2614 ns` |
| Average wire per standard cell | `13.23 um` |
| Final min period | `1.074 ns` |
| CTS tree | `built` |
| Mean Syn Cell Area | `13.98 sq um` |
| Pre-Place Util | `17.96%` |
| Mean number of vias per cell | `3.204` |
| Post-layout period usage | `97.65%` |
| Root buf cell | `clkbuf_8` |
| Top post-synthesis cells by area | `dfxtp_1, mux2_4, buf_4, mux2_2, buf_12` |
| Dpl hpwl | `1491 um` |
| Sw Ratio | `19.02%` |
| Post-route setup slack | `0.02581 ns` |
| Reg power frac | `46.3%` |
| First-pass GRT wire length | `2760 um` |
| Area Overhead vs Synth | `77.90%` |
| Final Instance Count excl. Fillers | `142` |
| Max VDD drop | `0.8882 mV` |
| IO Count | `50` |
| Synth Cell Area | `713.2 sq um` |
| FF/Latch Area | `364.1 sq um` |
| Routed Wire Length | `1878 um` |
| Synth area leader | `dfxtp_1` |
| Worst Setup Start Kind | `register` |
| EDFF count, synth | `0` |
| Die Width | `84 um` |
| CTS Sinks | `18` |
| Tool warning count | `27` |
| Synth Register Bits | `18` |
| Initial antenna violation count | `0` |
| Ys flop type | `dfxtp_1` |
| All-layer global routing usage | `4.881%` |
| Final number of setup-violating endpoints | `0` |
| Detailed Routing Iterations Pass 1 | `2` |
| Core ar. | `3971 sq um` |
| Yosys top cell by instances | `dfxtp_1` |
| Combinational power share | `19.1%` |
| DRC Markers | `0` |
| Max Cap Viol | `0` |
| Total gr overflow | `0` |
| CP Data Arrival Time | `0.85 ns` |
| Synthesis Warnings | `1` |
| Net Switching | `0.2921 mW` |
| Fillers | `406` |
| Initial DRC Count | `5` |
| Layout cells sized above 1 | `44.57%` |
| TritonCTS Buffers | `3` |
| Fmax | `0.9309 GHz` |
| Hold Violations, Final | `0` |
| Number of flip-flops in the largest register | `18` |
| Die area | `7056 sq um` |
| GPL Wtd Cong | `0.6672` |
| Yosys Instances | `51` |
| YS chip area | `713.2 sq um` |
| Least-Margin Pin Slew | `0.2245 ns` |
| Placed cells | `136` |
| Setup TNS | `0 ns` |
| Setup repair after global routing missed its margin | `yes` |
| Most frequent cells after synthesis | `dfxtp_1, buf_4, mux2_4` |
| Clock tree buffer depth | `2` |
| Area share of the largest cell type after synthesis | `50.53%` |
| Via count | `455` |
stage by stage:
stage	cell area [sq um]	hold WS, ns	utilization [%]
final	1269	0.4569	31.95
after global routing	1269	0.4571	31.95
after CTS	1279	0.4471	32.20
after detailed placement	1170	0.7321	29.46
after global placement	1170	0.7323	29.46
after floorplan	713.2	0.2477	-
area by class of cell:
class | count | share of cell area, %
repair buffers | 53 | 44.97
flip-flops and latches | 18 | 28.70
multi-input cells | 17 | 17.06
well taps | 50 | 4.931
clock buffers | 4 | 4.339
routing by layer:
metal	GRT usage, %	wire (um)	up-vias
li1	-	-	235
met1	5.471	706	197
met2	8.223	992	21
met3	2.854	175	2
met4	0.1522	4	0
met5	0	0	-
worst max-delay path, stage by stage, from the launching register on:
cell and delay [ns]:
dfxtp_4 0.36, buf_8 0.14, buf_6 0.11
timing repair:
item                       in CTS  in global routing
setup endpoints to repair      32                 18
gates resized                  80                  3
gates cloned                    1                  1
hold buffers                    0                  0
setup buffers                   2                  0
power groups by stage:
stage	Sequential, mW	Combinational [mW]	Clock (mW)
after CTS	0.711	0.307	0.556
after global routing	0.717	0.317	0.583
final	0.712	0.294	0.530
worst max-delay path by stage:
stage	slack [ns]	end	startpoint
4_1_cts	-0.09	imme[22]	imme[17]
6_report	0.03	imme[20]	imme[17]
5_1_grt	-0.01	imme[20]	imme[17]
placed cells by master, fill, tap and decap left out, drive strengths merged:
| master | count |
|---|---|
| buf | 18 |
| and2b | 2 |
| clkbuf | 5 |
| mux2 | 15 |
| dlymetal6s2s | 1 |
| dlygate4sd2 | 17 |
| clkdlybuf4s50 | 16 |
| dfxtp | 18 |
kinds of logic (layout without fill, tap and decap cells):
group | Yosys count | after routing | synth area share, %
flops | 18 | 18 | 50.53
buf+inv | 16 | 57 | 19.12
mux | 15 | 15 | 27.90
simple gates | 2 | 2 | 2.457
No activity file was given, so power comes from the tool's default toggle rates.
